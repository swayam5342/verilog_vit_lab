[./config.mk]
export PLATFORM = sky130hd
export DESIGN_NAME = bcd_counter
export DESIGN_NICKNAME = bcd_counter
export VERILOG_FILES = /design/flow/design.v
export SDC_FILE = /design/flow/constraint.sdc
export NUM_CORES = 4
export LEC_CHECK = 1
export CORE_AREA = 10 10 70 70
export DIE_AREA = 0 0 80 80
[./constraint.sdc]
current_design bcd_counter

set clk_period 1.8
set clk_io_pct 0.2

create_clock -name clk0 -period $clk_period [get_ports {clk}]

set non_clock_inputs [all_inputs -no_clocks]
set_input_delay [expr $clk_period * $clk_io_pct] -clock clk0 $non_clock_inputs
set_output_delay [expr $clk_period * $clk_io_pct] -clock clk0 [all_outputs]
[./design.v]
module bcd_counter (
    input wire clk,
    input wire reset,
    output reg [3:0] count
);
    wire [3:0] t;
    assign t[0] = 1'b1;
    assign t[1] = count[0];
    assign t[2] = count[1] & count[0];
    assign t[3] = count[2] & count[1] & count[0];
    always @(posedge clk or posedge reset) begin
        if (reset) begin
            count <= 4'b0000;
        end
        else begin
            if (count == 4'b1001) begin
                count <= 4'b0000;
            end
            else begin
                count[0] <= count[0] ^ t[0];
                count[1] <= count[1] ^ t[1];
                count[2] <= count[2] ^ t[2];
                count[3] <= count[3] ^ t[3];
            end
        end
    end
endmodule
[./run.sh]
#!/bin/bash
# OpenROAD 26Q1-2900-gdf79404cd8, Yosys 0.63+post, stock flow scripts
make -C /OpenROAD-flow-scripts/flow DESIGN_CONFIG=/design/flow/config.mk WORK_HOME=/design/flow/orfs finish
==> run_results.csv <==
group,metric,value,unit
logic_synthesis,ys_warn_count,1,
floorplan,die_x,80,um
setup_path,worstPathArrival,1.16,ns
power,pwr-share-clk,53.2,%
logic_synthesis,top_area_share,60.15,%
power,sw_frac_of_total,17.17,%
detailed_routing,vias,149,
power,powerDensity,679.2,nW/um^2
setup_path,path_delay_family,"buffers and inverters",
logic_synthesis,edf_count,0,
detailed_routing,wl_met2,119,um
clocking,path_clk_slew,0.04,ns
setup_path,path_cells,"clkdlybuf4s50_1",
clocking,cts-resized-gates,0,
logic_synthesis,yosys_area,166.4,um^2
global_route,grt_first_pass_wirelength,710,um
clocking,htreeDepth,1,
detailed_routing,topRoutingLayerUsed,"met3",
power,vdd_drop_max,342.3,uV
clocking,cts_hold_buf,0,
final_timing,rsz0062_at_grt,"false",
setup_path,crit_path_start_kind,"flop",
detailed_routing,final_antenna_net_count,0,
setup_path,worstSetupPathType,"reg2out",
logic_synthesis,avgSynthCellArea,10.40,um^2
finish,fillers,411,
logic_synthesis,ys_cells,16,
setup_path,end_kind,"output pin",
placement,gp_congestion,0.7089,
outcome,status,"completed",
global_route,grt_pass1_vias,147,
final_timing,final_max_slew_viol_count,0,
floorplan,ios,6,
clocking,cts.sinks,4,
clocking,clk-insertion-delay-late,0.23,ns
finish,drive_gt1_share,12.50,%
detailed_routing,via_per_inst,2.129,
clocking,cts-buffers-inserted,3,
power,seq_power_share,44.9,%
finish,syn_to_final_growth,78.19,%
clocking,cts_tree,"yes",
setup_path,rr_worst_depth,3,
placement,dpl.hpwl,331.5,um
logic_synthesis,synthFlopType,"dfrtp_1",
detailed_routing,drt-met1-wl,244,um
clocking,post-cts-setup-buffer-count,0,
logic_synthesis,syn_area,166.4,um^2
floorplan,die_area,6400,um^2
detailed_routing,routedWlPerCell,6.029,um
detailed_routing,drt_wl_total,422,um
floorplan,initCoreUtil,4.872,%
final_timing,setup_viol,0,
final_timing,finalHoldViolCount,0,
setup_path,crit_slowest_cell,"clkdlybuf4s50_1",
setup_path,r2r_slack,0.88,ns
logic_synthesis,yosysUniqueCellTypes,9,
final_timing,relSlewSlack,87.06,%
job,warnings,25,
logic_synthesis,largest_area_cell,"dfrtp_1",
logic_synthesis,yosys-top-cells-area,"dfrtp_1, inv_1, o21ai_0, a22o_1, xnor2_1",
final_timing,finalCriticalPeriod,1.523,ns
floorplan,rows,21,
logic_synthesis,synthCells,16,
global_route,grt_max_degree,8,
detailed_routing,dr_wl_met3,58,um
global_route,grtUsageTotal,1.462,%
finish,largest-register,"count",
power,p_leak,0.1099,nW
power,power_switching,0.03459,mW
clocking,cts_root_buf,"clkbuf_4",
detailed_routing,drcViolationCount,0,
logic_synthesis,top_cells_by_count,"dfrtp_1, inv_1, o21ai_0",
placement,port_buffers,5,
floorplan,fp.dieH,80,um
setup_path,reg2reg_from,"count[1]",
setup_path,cp.required,1.44,ns
final_timing,fmax,656.7,MHz
finish,largest_reg_flops,4,
final_timing,min_period_over_period,84.59,%
setup_path,critPathMaxStageDelay,0.51,ns
final_timing,finClkSkew,0.001574,ns
detailed_routing,antenna_cells,0,
final_timing,whs,0.3112,ns
clocking,clockBufferDepth,2,
global_route,antenna_found_initial,0,
logic_synthesis,ys_ff,4,
power,combPwrFrac,1.9,%
final_timing,worstMarginPinSlew,0.1941,ns
finish,top_regs,"count x4",
detailed_routing,drt_iter0_markers,0,
setup_path,critPathBufInv,1,
floorplan,core,3416,um^2
detailed_routing,firstDrtPassIters,1,
power,p_int,0.1668,mW
hold_path,min_path_type,"in2async",
logic_synthesis,ys_seq_share,60.15,%
setup_path,path_max_fanout,7,
logic_synthesis,async_flop_share,100.0,%
job,cap_violations,0,
setup_path,r2r_end,"count[3]",
global_route,overflow,0,
final_timing,tns,0,ns
worst max path at each step:
stage / start / to / depth (start not counted)
4_1_cts: count[0] / count[0] / 1
5_1_grt: count[0] / count[0] / 1
6_report: count[0] / count[0] / 1
cell type report:
class / count / area, um^2 / area share [%]
Timing Repair Buffer: 5 / 50.05 / 16.88
Inverter: 4 / 15.01 / 5.063
Clock buffer: 3 / 22.52 / 7.595
Tap cell: 46 / 57.56 / 19.41
Sequential cell: 4 / 100.1 / 33.76
Multi-Input combinational cell: 8 / 51.30 / 17.30
metal layers:
metal,vias up,GRT usage [%]
met4,0,0.3521
met1,69,2.140
li1,71,-
met3,0,1.364
met5,-,0
met2,9,1.364
per-stage QoR:
stage               utilization [%]  worst slack [ns]  power, mW  instance area, um^2  cells
floorplan                         -            0.9572    0.09306                166.4     16
global placement              8.022            0.5378    0.09537                274.0     67
detailed placement            8.022            0.5128    0.09552                274.0     67
CTS                           8.681            0.2620     0.2073                296.5     70
global route                  8.681            0.1881     0.2141                296.5     70
finish                        8.681            0.2773     0.2014                296.5     70
power by group through the flow:
stage	Clock (mW)	Sequential (mW)	Combinational (mW)
4_1_cts	0.113	0.0904	0.00397
5_1_grt	0.119	0.0904	0.00430
6_report	0.107	0.0905	0.00384
cells in the final DEF, fill, tap and decap left out:
cell,n
nand2_1,1
xnor2_1,1
clkdlybuf4s50_1,5
clkbuf_4,3
a22o_1,1
o211ai_1,1
dfrtp_1,4
o21ai_0,2
o21ai_1,1
inv_1,4
nand3b_1,1
cell families (layout without fill, tap and decap cells):
| family | count (synthesis) | after routing | synth area share, % |
|---|---|---|---|
| buf+inv | 4 | 12 | 9.020 |
| simple gates | 2 | 2 | 6.766 |
| flops | 4 | 4 | 60.15 |
| compound gates | 5 | 5 | 18.80 |
| xor+xnor | 1 | 1 | 5.264 |
Power is estimated from default activity; no workload was simulated.
