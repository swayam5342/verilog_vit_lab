[constraint.sdc]
current_design Adder_Subtractor_4bit

set clk_period 4.8
set clk_io_pct 0.2

create_clock -name clk0 -period $clk_period

set non_clock_inputs [all_inputs -no_clocks]
set_input_delay [expr $clk_period * $clk_io_pct] -clock clk0 $non_clock_inputs
set_output_delay [expr $clk_period * $clk_io_pct] -clock clk0 [all_outputs]
[run.sh]
#!/bin/bash
# OpenROAD 26Q1-2900-gdf79404cd8, Yosys 0.63+post, stock flow scripts
make -C /OpenROAD-flow-scripts/flow DESIGN_CONFIG=/design/flow/config.mk WORK_HOME=/design/flow/orfs finish
[config.mk]
export PLATFORM = sky130hd
export DESIGN_NAME = Adder_Subtractor_4bit
export DESIGN_NICKNAME = Adder_Subtractor_4bit
export VERILOG_FILES = /design/flow/design.v
export SDC_FILE = /design/flow/constraint.sdc
export NUM_CORES = 4
export LEC_CHECK = 1
export CORE_AREA = 10 10 70 70
export DIE_AREA = 0 0 80 80
[design.v]
module Adder_Subtractor_4bit (
    input [3:0] A,       
    input [3:0] B,       
    input add_sub,       
    output [3:0] Sum,    
    output Cout          
);
    wire [3:0] B_xor;    
    wire C_in;           
    assign B_xor = B ^ {4{add_sub}};   
    assign C_in = add_sub;             
    assign {Cout, Sum} = A + B_xor + C_in;
endmodule
==> Changelog: implementation <==
## Implementation

* Fmax at between 0.2 and 0.25 GHz
* Met3 Routed Length at approximately 55 um
* PostCTS Resize Cnt at 0
* Crit end category: output port
* Pint at between 0.03 and 0.04 mW
* Antenna viol nets, final at 0
* DP Area at ~380 um^2
* Setup TNS at 0 ns
* Initial Util at 0.0527
* Mean Syn Cell Area at about 9.0 um^2
* FP Rows at 21
* Slew headroom at 0.816
* CORE AREA at 3420 um^2
* Post-Synthesis Cells at 20
* Post-cts hold-fix buffer tally at 0
* Antenna Cells at 0
* Die Span Y at roughly 80 um
* Total gr overflow at 0
* Vias at 204
* Gpl congestion at ~0.78
* Worst-path fanout max at 5
* Die width at ~80 um
* Yosys Chip Area at 180 um^2
* Top Layout Cells: 14 x clkdlybuf4s50_1, 5 x xor2_1, 3 x ha_1
* Leak at 0.134 nW
* Yosys warning tally at 0
* Final core utilization at 0.111
* # setup viols final at 0
* Max Cap Violations at 0
* Pwr/cell area at 135 nW/um^2
* DRC viols at 0
* OpenROAD warnings at 32
* Final Hold Fails at 0
* Layout cells sized above 1 at 0.0294
* Area growth from synthesis to layout at 110%
* Largest net degree at the start of global routing at 6
* RSZ-0062 raised after global routing: false
* Cycle use final at 0.850
* NetSw at 0.0179 mW
* Crit path launch type: input port
* M1 wire length at 390 um
* Slew Viols, Final at 0
* Post-CTS Setup Bufs at 0
* MI comb area at 176 um^2
* Part of the power in registers at 0
* Die footprint at approximately 6400 um^2
* Initial antenna violation count at 0
* Top layer in use: met3
* WL final at 605 um
* Critical Path RT at roughly 3.8 ns
* Sequential cells at 0
* Switching share of power at 0.352
* Clock Power Share at 0
* Post-Syn Area at ~180 um^2
* # Cells Yosys at 20
* DRT iter0 DRCs at 3
* Iteration tally of the first detailed-router pass at 2
* First-pass GRT wire length at just under 1000 um
* Final Non-Filler Cells at approximately 80
* Combinational share of power at 1.000
* Hold Crit Class: in2out
* Crit path time final at 4.08 ns
* CP arrival at between 3 and 4 ns
* Register area at 0 um^2
* Io pins at 14
* Avg Vias per Cell at between 2 and 3
* Vias in the first global route at between 200 and 250
* WS Path Type: in2out
* CLK BUF at 0
* Synth Seq Share at 0
* Port Buf Inserts at 14
* Most frequent logic cell in the layout: clkdlybuf4s50_1
* Routed length on met2 at approximately 160 um
* DP Wirelength at roughly 570 um
* Cell area after layout at about 380 um^2
* Maximum VDD drop at approximately 0.054 mV
* Worst Max-Slew Pin Slew at 0.275 ns
* Placed cell count at approximately 80
* Status: completed
* Fillers at ~410
* Per-cell routed wire length at around 7.6 um
* Gr usage total at 0.0183
* Synth unique cells at 12
[worst max-delay path: stages]
cell and delay (ns):
clkdlybuf4s50_1 0.49, xor2_1 0.18, ha_1 0.31, inv_1 0.08
or4_1 0.51, nand4_1 0.10, clkdlybuf4s50_1 0.48
[final cells by class]
| cell class | instances | area share |
|---|---|---|
| multi-input combinational | 19 | 0.467 |
| timing repair buffer | 14 | 0.371 |
| tap | 46 | 0.152 |
| inverter | 1 | 0.00993 |
[final timing paths]
path	startpoint	endpoint	slack [ns]	cells after the start
hold / removal	A[0]	Sum[0]	2.89	3
setup / recovery	add_sub	Sum[3]	0.72	7
[synthesized netlist by cell type (all sizes together)]
| library cell | count | area share |
|---|---|---|
| a21oi | 2 | 0.056 |
| a31oi | 1 | 0.035 |
| fa | 1 | 0.11 |
| ha | 3 | 0.21 |
| inv | 1 | 0.021 |
| mux2 | 1 | 0.083 |
| nand4 | 2 | 0.069 |
| nor3b | 1 | 0.042 |
| nor4b | 1 | 0.049 |
| o21bai | 1 | 0.042 |
| or4 | 1 | 0.042 |
| xor2 | 5 | 0.24 |
[layer usage]
layer  up-vias  global-route usage
met3         0             0.00568
met4         0                   0
met2        13              0.0201
met5         -                   0
li1        107                   -
met1        84              0.0324
[logic make-up after synthesis]
kind of cell,synth area share
AND-OR/OR-AND,0.132
XOR/XNOR,0.243
adder cells (fa/ha/maj),0.319
buffers and inverters,0.0208
multiplexers,0.0833
AND/OR/NAND/NOR,0.201
[power by group through the flow]
stage	combinational, mW	sequential [mW]	clock [mW]
4_1_cts	0.0526	0	0
5_1_grt	0.0577	0	0
6_report	0.0509	0	0
[metrics by stage]
step	setup slack, ns	hold WS, ns	power, mW
floorplan	1.81	1.95	0.0192
global placement	0.709	2.90	0.0511
detailed placement	0.689	2.89	0.0522
CTS	0.679	2.90	0.0526
global route	0.565	2.92	0.0577
finish	0.719	2.89	0.0509
Power figures rest on the tool's default switching activity, not on a simulated workload.
